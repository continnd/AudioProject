<file path="run.sh">
#!/bin/bash
# OpenROAD 26Q1-2900-gdf79404cd8, Yosys 0.63+post, stock flow scripts
make -C /OpenROAD-flow-scripts/flow DESIGN_CONFIG=/design/flow/config.mk WORK_HOME=/design/flow/orfs finish
</file>
<file path="config.mk">
export PLATFORM = sky130hd
export DESIGN_NAME = audio_converter
export DESIGN_NICKNAME = audio_converter
export VERILOG_FILES = /design/flow/design.v
export SDC_FILE = /design/flow/constraint.sdc
export NUM_CORES = 4
export LEC_CHECK = 1
export CORE_UTILIZATION = 30
</file>
<file path="constraint.sdc">
current_design audio_converter

set clk_period 3.0
set clk_io_pct 0.2

create_clock -name clk0 -period $clk_period [get_ports {AUD_BCK}]

set non_clock_inputs [all_inputs -no_clocks]
set_input_delay [expr $clk_period * $clk_io_pct] -clock clk0 $non_clock_inputs
set_output_delay [expr $clk_period * $clk_io_pct] -clock clk0 [all_outputs]
</file>
<file path="design.v">
module audio_converter (
	input AUD_BCK,     
	input AUD_LRCK,    
	input AUD_ADCDAT,
	output AUD_DATA,
	input iRST_N,   
	input [15:0] AUD_outL,
	input [15:0] AUD_outR,
	output reg[15:0] AUD_inL,
	output reg[15:0] AUD_inR,
	output reg[15:0] mem_in
);
reg [3:0] SEL_Cont;
always@(negedge AUD_BCK or negedge iRST_N)
begin
	if(!iRST_N) SEL_Cont <= 4'h0;
	else
	begin
	   SEL_Cont <= SEL_Cont+1'b1;  
	   if (AUD_LRCK) AUD_inL[~(SEL_Cont)] <= AUD_ADCDAT;
	   else AUD_inR[~(SEL_Cont)] <= AUD_ADCDAT;
	end
end
assign AUD_DATA = (AUD_LRCK)? AUD_outL[~SEL_Cont]: AUD_outR[~SEL_Cont] ;
endmodule
</file>
==> results.json <==
{
  "ff_type": "edfxtp_1",
  "ys.flops": 36,
  "layout-drive-gt1-share": 0.3430,
  "slowest_stage": "dfrtn_1",
  "synthArstFlopShare": 0.1111,
  "netlist_instances": 171,
  "maxSlewViolCount": 0,
  "grt_pass1_wl_um": 8528,
  "tns_ns": -0.7443,
  "cts_buffer_depth": 2,
  "path_depth": 4,
  "die_area_um2": 7367,
  "design_area_um2": 3273,
  "avgSynthCellArea_um2": 12.33,
  "vias": 1811,
  "dp_hpwl_um": 3906,
  "cp.buffers_inverters": 1,
  "detail_route.wl_per_cell_um": 13.32,
  "rsz0062_at_grt": "true",
  "cp_data_required_time_ns": 2.40,
  "cts_root_buffer": "clkbuf_8",
  "crit_family": "flip-flops",
  "drc": 0,
  "status": "finished, violations left",
  "ioPinCount": 85,
  "clk_pin_slew_worst_paths_ns": 0.05,
  "viasPerCell": 4.472,
  "diodes": 0,
  "antenna_found_initial": 0,
  "layout.area.seq_um2": 1061,
  "synthTopCellsByArea": "edfxtp_1 (46%), o2bb2ai_1 (7.5%), buf_4 (6.1%), mux4_2 (5.3%), dfrtn_1 (4.7%)",
  "edf_count": 32,
  "wl_um": 5394,
  "grt_overflow": 0,
  "placed_cell_area_um2": 3028,
  "initialDrtViolationCount": 93,
  "fp_util": 0.3103,
  "slowest_delay_ns": 0.47,
  "start_kind": "flop",
  "cts_num_sinks": 36,
  "core_area_um2": 6794,
  "yosysChipArea_um2": 2108,
  "relSlewSlack": 0.5944,
  "crit_start": "SEL_Cont[0]$_DFF_NN0_",
  "rows": 30,
  "fillerInstances": 599,
  "end_kind": "primary output",
  "ir_drop_mv": 0.3413,
  "hold_viol": 0,
  "first_pass_iters": 4,
  "dieHeight_um": 85.83,
  "place_congestion": 0.8138,
  "area_delta_synth_final_pct": 55.25,
  "ant_nets": 0,
  "top_cell": "edfxtp_1",
  "numPortBuffers": 68,
  "grt_max_degree": 17,
  "ys_types": 37,
  "worst_ep_arrival_time_ns": 3.14,
  "logic_area_um2": 993.5,
  "violations": "negative setup slack",
  "maxCapViolations": 0,
  "setup_violations": 1,
  "ys_seq_frac": 0.5033,
  "postCtsHoldBufs": 0,
  "worstHoldPathType": "reg2reg",
  "crit_path_end": "AUD_DATA",
  "top_area_frac": 0.4558,
  "cts_buffers": 5,
  "r2r-end": "AUD_inR[2]$_DFFE_NP_",
  "timing.final.ws_setup_ns": -0.7443,
  "warnings": 63,
  "crit_path_max_fanout": 4,
  "largest_area_cell": "edfxtp_1",
  "critPathKind": "reg2out",
  "worst_r2r_startpoint": "SEL_Cont[0]$_DFF_NN0_",
  "p_leak_uw": 0.001420,
  "syn_area_um2": 2108,
  "grt_pass1_vias": 1828,
  "synth_warnings": 17,
  "clk_latency_ns": 0.36,
  "reg2reg_slack_ns": 0.41,
  "ys_cells": 171,
  "cts_tree": "yes",
  "track_usage": 0.1557,
  "worst_clock_skew_ns": 0.06218,
  "common_cells": "edfxtp_1 (32), o2bb2ai_1 (18), buf_4 (17), nand3_1 (12), inv_1 (10)",
  "power_density_nw_per_um2": 398.8,
  "path_cells": "mux4_2 -> a2111oi_4 -> a22oi_1 -> buf_2",
  "die_w_um": 85.83,
  "r2r_cells": 7,
  "htree_levels": 2,
  "worst_pin_slew_ns": 0.6041,
  "place_ws_ns": -0.7263
}
## where the power goes
group | internal (µW) | switching [µW] | total (µW)
clock network | 302 | 290 | 592
registers | 568 | 7.27 | 576
logic | 93.0 | 44.7 | 138
total | 963 | 342 | 1310
## metrics by stage
step           total power, µW  hold slack, ns  std cells    util
3_3_place_gp             790.6          0.5551        350  0.4457
6_report                  1305          0.5581        405  0.4818
3_5_place_dp             789.6          0.5535        350  0.4457
2_1_floorplan            700.8          0.5032        186       -
4_1_cts                   1322          0.5662        402  0.4779
5_1_grt                   1386          0.5886        405  0.4818
## metal layers
metal | up-vias | global-route usage | routed length, µm
li1 | 901 | - | -
met1 | 834 | 0.2374 | 2506
met2 | 68 | 0.2240 | 2518
met3 | 8 | 0.05469 | 307
met4 | 0 | 0.03939 | 61
met5 | - | 0 | 0
## logic make-up (layout without fill, tap and decap cells)
logic type | count (synthesis) | after routing | share of synthesized area
AND-OR/OR-AND | 38 | 38 | 0.1407
XOR/XNOR | 2 | 2 | 0.01721
adder cells (fa/ha/maj) | 4 | 4 | 0.02374
buffers and inverters | 34 | 156 | 0.09318
flip-flops | 36 | 36 | 0.5033
multiplexers | 19 | 19 | 0.1282
other | 1 | 16 | 0.001779
AND/OR/NAND/NOR | 37 | 38 | 0.09199
## worst register-to-register path: cells and delay by family (launching register included)
kind,cells,cell delay [ns]
adder cells (fa/ha/maj),1,0.30
AND/OR/NAND/NOR,1,0.30
buffers and inverters,3,0.75
flip-flops,1,0.39
XOR/XNOR,1,0.53
AND-OR/OR-AND,1,0.11
## placed cells by master, fill, tap and decap left out, types with 2 or more instances in the layout
cell / Yosys / routed
dfrtn_1: 4 / 4
nor3_1: 3 / 3
o211ai_1: 2 / 2
mux2_4: 2 / 2
conb_1: 1 / 16
mux2i_1: 6 / 6
nand3_1: 12 / 11
nand2_1: 7 / 7
buf_12: 0 / 2
and2_4: 0 / 2
a22oi_1: 2 / 2
mux2_2: 6 / 6
clkdlybuf4s50_1: 0 / 33
o2bb2ai_1: 18 / 17
buf_2: 2 / 33
inv_1: 10 / 40
o22ai_1: 6 / 6
buf_4: 17 / 34
ha_1: 4 / 4
edfxtp_1: 32 / 32
a21boi_0: 4 / 4
mux4_2: 5 / 5
nor2_1: 6 / 4
clkbuf_8: 0 / 5
## worst min-delay path by stage
stage	from	endpoint	slack, ns	cells after the start
4_1_cts	AUD_inR[15]$_DFFE_NP_	AUD_inR[15]$_DFFE_NP_	0.57	1
6_report	AUD_inR[15]$_DFFE_NP_	AUD_inR[15]$_DFFE_NP_	0.56	1
5_1_grt	AUD_inR[2]$_DFFE_NP_	AUD_inR[2]$_DFFE_NP_	0.59	1
## registers in the layout (all words and copies together) (netlist names)
name	cells
AUD_inL	16
AUD_inR	16
SEL_Cont	4
## final cells by class
cell class,instances,area share
Clock buffer,5,0.02102
Clock inverter,35,0.04969
Inverter,11,0.01338
Multi-Input combinational cell,117,0.3035
Sequential cell,36,0.3242
Tap cell,96,0.03670
Timing Repair Buffer,105,0.2515
## repair_timing
action,CTS,global route
setup buffers,13,2
setup endpoints to repair,57,22
gates resized,111,2
cloned,0,1
pin swaps,3,3
Power figures rest on the tool's default switching activity, not on a simulated workload.
